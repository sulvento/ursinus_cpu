<file path="flow/config.mk">
export PLATFORM = sky130hd
export DESIGN_NAME = RAM
export DESIGN_NICKNAME = RAM
export VERILOG_FILES = /design/flow/design.v
export SDC_FILE = /design/flow/constraint.sdc
export NUM_CORES = 4
export LEC_CHECK = 1
export CORE_UTILIZATION = 30
</file>
<file path="flow/constraint.sdc">
current_design RAM

set clk_period 29.7
set clk_io_pct 0.2

create_clock -name clk0 -period $clk_period [get_ports {clk}]

set non_clock_inputs [all_inputs -no_clocks]
set_input_delay [expr $clk_period * $clk_io_pct] -clock clk0 $non_clock_inputs
set_output_delay [expr $clk_period * $clk_io_pct] -clock clk0 [all_outputs]
</file>
<file path="flow/design.v">
module ALU(
input [13:0] instruction,  
input wire [19:0] A, B,  
input cin, clk, rst,  
output reg [19:0] result,  
output reg [19:0] SX_flags,  
output reg reset,            
output reg carry_out,  
output reg halfword,          
output reg inc                   
);
StatusRegister SX(               
    .ALU_in(SX_flags),
    .clk(clk),
    .rst(rst),
    .ZE(ZE),
    .N(N),
    .O(O),
    .U(U),
    .F(F),
    .L(L),
    .I(I),
    .D(D),
    .H(H),
    .S(S),
    .V(V),
    .C(C),
    .T(T)
);
always @(posedge clk or posedge rst) begin       
    if (rst) begin
        SX_flags <= 0;
    end
end
isreg IS (                                       
    .clk(clk),                                   
    .loadsig(loadsig),
    .is_data_out(is_data_out)
);
ipreg IP (                                       
    .clk(clk),
    .inc(inc),
    .reset(rst),
    .ip_data_in(result),
    .ip_data_out(ip_data_out)
);
registers regs(                                  
    .clk(clk),
    .reset(reset),
    .reg_writesig(reg_writesig),
    .reg_readsig(reg_readsig),
    .halfword(halfword),
    .sr(sr),
    .dr(dr),
    .data_write(data_write),
    .data_read(data_read)
);
ROM romald(
    .rom_addr(rom_addr),
    .readsignal(readsignal),
    .control(control),
    .rom_data(rom_data)
);
always @(posedge clk) begin
    case(instruction) 
    13'h000: begin  
        SX_flags[12] = 1;        
    end
    13'h015: begin  
    end
    13'h029: begin  
        if (rst) begin
            reset = 1;
        end
        else begin
            inc = 1;      
        end
    end
    13'h03E: begin  
        if(ZE == 1) begin
        end
    end
    13'h053: begin  
        if(SX_flags[1] == 1) begin
        end
    end    
    13'h068: begin  
        if(SX_flags[1] == 1 & SX_flags[0] == 1) begin
        end
    end
    13'h07D: begin  
        result = SX_flags;
    end
    13'h092: begin  
        if(SX_flags[12] == 1) begin
            result = SX_flags ^ A;
        end
    end
    13'h0A7: begin  
        result = ~A;
    end
    13'h0D1: begin  
        result = A | B;
    end
    13'h0BC: begin  
        result = A & B;
    end
    13'h0E6: begin  
        result = A ^ B;
    end
    13'h0FB: begin  
        result = A >> B;
    end
    13'h110: begin  
        result = A << B;
    end
    13'h125: begin  
        result = (A >> B) | (A << (20 - B));
    end
    13'h13A: begin  
        result = (A << B) | (A >> (20 - B));
    end
    13'h164: begin  
        result = A + 1;
    end
    13'h179: begin  
        result = A - 1;
    end
    13'h18E: begin  
        result = A + B;
    end
    13'h1A3: begin  
        result = A ^ B ^ cin;
        carry_out = (A & B) | (B & cin) | (cin & A);
    end
    13'h1B8: begin  
        result = A - B;
    end
    13'h1CD: begin  
        result = A - B - cin;
        carry_out = (~A & B) | ((~A | B) & cin);
    end
    13'h2C9: begin  
    end
    13'h2DE: begin  
    end
    13'h1E2: begin  
        if (A == B) begin
            SX_flags[0] = 1;
        end
        else begin
            SX_flags[0] = 0;
        end
    end
    13'h1F7: begin  
        if (A > B) begin
            SX_flags[1] = 1;
        end
        else begin
            SX_flags[1] = 0;
        end
    end
    13'h20C: begin  
        if (A < B) begin
            SX_flags[1] = 1;
        end
        else begin
            SX_flags[1] = 0;
        end
    end
    13'h221: begin  
        if (A >= B) begin
            SX_flags[0] = 1;
            SX_flags[1] = 0;
        end
        else begin
            SX_flags[0] = 0;
            SX_flags[1] = 1;
        end
    end
    13'h236: begin  
        if (A <= B) begin
            SX_flags[0] = 1;
            SX_flags[1] = 1;
        end
        else begin
            SX_flags[0] = 0;
            SX_flags[1] = 0;
        end
    end
    13'h24B: begin  
    end
    13'h260: begin  
    end
    13'h275: begin  
    end
    13'h28A: begin  
    end
    13'h29F: begin  
    end
    13'h2B4: begin  
    end
    default: result <= 0;
    endcase
end
endmodule
module StatusRegister(  
    input[19:0] ALU_in,  
    input clk,  
    input rst,  
    output reg ZE,  
    output reg N,   
    output reg O,   
    output reg U,   
    output reg F,   
    output reg L,   
    output reg I,   
    output reg D,   
    output reg H,   
    output reg S,   
    output reg V,   
    output reg C,   
    output reg T    
);
always @(posedge clk or posedge rst) begin
    if(rst) begin  
        ZE = 0;
        N = 0;
        O = 0;
        U = 0;
        F = 0;
        L = 0;
        I = 0;
        D = 0;
        H = 0;
        S = 0;
        V = 0;
        C = 0;
        T = 0;
    end else begin
        ZE = ALU_in[0];
        N = ALU_in[1];
        O = ALU_in[2];
        U = ALU_in[3];
        F = ALU_in[4];
        L = ALU_in[5];
        I = ALU_in[6];
        D = ALU_in[7];
        H = ALU_in[8];
        S = ALU_in[9];
        V = ALU_in[10];
        C = ALU_in[11];
        T = ALU_in[12];
end
end
endmodule
module ipreg (                       
    input clk, reset,
    input inc,
    input [19:0] ip_data_in,  
    output reg [19:0] ip_data_out 
);
always @(posedge clk or posedge reset) begin
    if (reset) begin
        ip_data_out <= 20'b0; 
    end else if (inc) begin
        ip_data_out <= ip_data_in;            
    end
end
endmodule
module isreg (    
    input clk,                           
    input loadsig,
    output reg [19:0] is_data_out 
);
always @(posedge clk) begin
    if(loadsig) begin
        is_data_out <= 20'h000;             
    end
end
endmodule
module registers (                   
    input clk, reset,                
    input reg_writesig,                  
    input reg_readsig,                   
    input halfword,                  
    input [3:0] sr, dr,              
    input [19:0] data_write,         
    output reg [19:0] data_read      
    );
    reg[19:0] AX, BX, CX, DX, EX, FX;  
    reg[9:0] AXL, BXL, CXL, DXL, EXL, FXL;  
    reg[9:0] AXH, BXH, CXH, DXH, EXH, FXH;  
    integer k;                         
    always @ (posedge clk) begin
        if (reset && halfword == 0) begin
            for (k = 0; k < 20; k = k + 1) begin
                AX[k] <= 0;
                BX[k] <= 0;
                CX[k] <= 0;
                DX[k] <= 0;
                EX[k] <= 0;
                FX[k] <= 0;
            end
        end
        else if(reset && halfword == 1) begin    
            for(k =0; k < 20; k = k + 1) begin
                AXL[k] <= 0;
                BXL[k] <= 0;
                CXL[k] <= 0;
                DXL[k] <= 0;
                EXL[k] <= 0;
                FXL[k] <= 0;
                AXH[k] <= 0;
                BXH[k] <= 0;
                CXH[k] <= 0;
                DXH[k] <= 0;
                EXH[k] <= 0;
                FXH[k] <= 0;
            end
    end
    end
    always @(posedge clk) begin                  
        if(reg_readsig && halfword == 0)
            case(sr)
                0: data_read = AX;
                1: data_read = BX;
                2: data_read = CX;
                3: data_read = DX;
                4: data_read = EX;
                5: data_read = FX;
                default: data_read = 20'b0;
            endcase
        else if(reg_readsig && halfword == 1)
            case(sr)
                0: data_read = AXL;
                1: data_read = AXH;
                2: data_read = BXL;
                3: data_read = BXH;
                4: data_read = CXL;
                5: data_read = CXH;
                6: data_read = DXL;
                7: data_read = DXH;
                8: data_read = EXL;
                9: data_read = EXH;
                10: data_read = FXL;
                11: data_read = FXH;
            endcase
        end
        always @(posedge clk) begin                  
        if(reg_writesig && halfword == 0)
            case(dr)
                0: AX <= data_write;
                1: BX <= data_write;
                2: CX <= data_write;
                3: DX <= data_write;
                4: EX <= data_write;
                5: FX <= data_write;
                endcase
        else if(reg_writesig && halfword == 1)
            case(dr)
                0: AXL <= data_write;
                1: AXH <= data_write;
                2: BXL <= data_write;
                3: BXH <= data_write;
                4: CXL <= data_write;
                5: CXH <= data_write;
                6: DXL <= data_write;
                7: DXH <= data_write;
                8: EXL <= data_write;
                9: EXH <= data_write;
                10: FXL <= data_write;
                11: FXH <= data_write;
            endcase
        end
endmodule
module RAM(                      
    input [6:0] addr,            
    input clk,                   
    input [19:0] data_in,        
    input readsig,               
    input control,               
    input writesig,              
    output reg [19:0] data_out
); 
    reg [19:0] mem [0:64];   
    always @(posedge clk)                    
        if(control && writesig && ~readsig)  
            mem[addr] = data_in;
    always @(posedge clk)
        if(control && readsig && ~writesig)  
            data_out = mem[addr];            
endmodule
module ROM(
    input [19:0] rom_addr,  
    input readsignal,  
    input control,  
    output reg [19:0] rom_data  
);
always @(rom_addr or readsignal or control) begin
    case(rom_addr) 
        0: rom_data = 20'h000;    
        1: rom_data = 20'h015;    
        2: rom_data = 20'h029;    
        3: rom_data = 20'h03E;    
        4: rom_data = 20'h053;    
        5: rom_data = 20'h068;    
        6: rom_data = 20'h07D;    
        7: rom_data = 20'h092;    
        8: rom_data = 20'h0A7;    
        9: rom_data = 20'h0BC;    
        10: rom_data = 20'h0D1;   
        11: rom_data = 20'h0E6;   
        12: rom_data = 20'h0FB;   
        13: rom_data = 20'h110;   
        14: rom_data = 20'h125;   
        15: rom_data = 20'h13A;   
        16: rom_data = 20'h14F;   
        17: rom_data = 20'h164;   
        18: rom_data = 20'h179;   
        19: rom_data = 20'h18E;   
        20: rom_data = 20'h1A3;   
        21: rom_data = 20'h1B8;   
        22: rom_data = 20'h1CD;   
        23: rom_data = 20'h1E2;   
        24: rom_data = 20'h1F7;   
        25: rom_data = 20'h20C;   
        26: rom_data = 20'h221;   
        27: rom_data = 20'h236;   
        28: rom_data = 20'h24B;   
        29: rom_data = 20'h260;   
        30: rom_data = 20'h275;   
        31: rom_data = 20'h28A;   
        32: rom_data = 20'h29F;   
        33: rom_data = 20'h2B4;   
        34: rom_data = 20'h2C9;   
        35: rom_data = 20'h2DE;   
        36: rom_data = 20'h2E0;   
        37: rom_data = 20'h30A;   
        38: rom_data = 20'h334;   
        39: rom_data = 20'h35E;   
        40: rom_data = 20'h388;   
        41: rom_data = 20'h3B2;   
    endcase
end
endmodule
module control_unit (                    
    input [15:0] instruction,  
    input clk,
    reset, 
    output reg fetch_enable,
    output reg decode_enable,
    output reg execute_enable,
    output reg memory_read_enable,
    output reg memory_write_enable,
    output reg reg_write_enable,
    output reg halt 
);
    reg [3:0] current_state; 
    reg [15:0] rom [0:255];  
    initial begin
    rom[0] = 16'b1000000000000000;  
  rom[16'h0001] = 16'b0100000000000000;  
  rom[16'h0002] = 16'b0010000000000000;  
  rom[16'h0003] = 16'b0000000010000000;  
  rom[16'h0011] = 16'b0100001000000000;  
  rom[16'h0012] = 16'b0000000010000000;  
  rom[16'h0021] = 16'b0100000100000000;  
  rom[16'h0022] = 16'b0000000000000000;  
      rom[16'hFF] = 16'b0000000000000001;  
end
    always @(posedge clk or posedge reset) begin
        if (reset) begin
            current_state <= 4'b0000;  
            halt <= 1'b0;  
        end else begin
            case (current_state)
                4'b0000: begin  
                    fetch_enable <= 1'b1;
                    current_state <= 4'b0001;  
                end
                4'b0001: begin  
                    decode_enable <= 1'b1;
                    case (instruction[15:12]) 
                        4'b0000: current_state <= 4'b0010;  
                        4'b0001: current_state <= 4'b0100;  
                        4'b0010: current_state <= 4'b0110;  
                        default: current_state <= 4'b1000;  
                    endcase
                end
                4'b0010: begin  
                    execute_enable <= 1'b1;
                    current_state <= 4'b0101; 
                end
                4'b0100: begin  
                    memory_read_enable <= 1'b1;
                    current_state <= 4'b0101; 
                end
                4'b0110: begin  
                    memory_write_enable <= 1'b1;
                    current_state <= 4'b0101; 
                end
                4'b0101: begin  
                    reg_write_enable <= 1'b1;
                    current_state <= 4'b0000; 
                end
                4'b1000: begin  
                    halt <= 1'b1;
                end
                default: current_state <= 4'b0000;  
            endcase
        end
    end
    always @(current_state, instruction) begin
        {fetch_enable, decode_enable, execute_enable, memory_read_enable, memory_write_enable, reg_write_enable, halt   } = rom[instruction & 16'hFF];
    end
endmodule
</file>
<file path="flow/run.sh">
#!/bin/bash
# OpenROAD 26Q1-2900-gdf79404cd8, Yosys 0.63+post, stock flow scripts
make -C /OpenROAD-flow-scripts/flow DESIGN_CONFIG=/design/flow/config.mk WORK_HOME=/design/flow/orfs finish
</file>
==> flow_metrics.tcl <==
# metrics dict for downstream scripts
set metrics [dict create \
    ys_cells 2697 \
    leakage_uw 0.0186 \
    holdWs_ps 551 \
    cp-end-kind "register" \
    setup_viol 0 \
    final_cell_area_sq_um 58500 \
    cts_buffers 120 \
    rr_endpoint "data_out[1]" \
    wl_um 149000 \
    hold_path_class "reg -> reg" \
    top_cells_by_area "edfxtp_1, mux4_2, mux2i_1" \
    grtUsageTotal_pct 18.8 \
    dr.pass1.iters 5 \
    min_period_ps 9410 \
    critPathArrivalTime_ps 9840 \
    htree_levels 3 \
    max_freq_ghz 0.106 \
    place_congestion 0.914 \
    openroad.warnings 26 \
    clkTransAtPathRegs_ps 60 \
    synth-edff-count 1320 \
    synth_area_per_cell_sq_um 18.9 \
    cts_hold_buffers 0 \
    cts_num_sinks 1320 \
    cts_resized 0 \
    die_x_um 414 \
    worstHoldEndpoint "data_out[6]" \
    grt_max_degree 66 \
    root_buffer "clkbuf_16" \
    rows 150 \
    die_h_um 414 \
    synth_area_sq_um 50900 \
    fin_setup_tns_ps 0 \
    power_density_nw_per_um2 65.1 \
    finClkSkew_ps 34.7 \
    relSlewSlack_pct 14.3 \
    yosys.stat.seqShare_pct 77.9 \
    pin_count 51 \
    criticalPathCategory "in -> reg" \
    regArea_sq_um 39600 \
    synth_flops 1320 \
    clk_latency_ps 750 \
    grt_pass1_vias 28500 \
    core_util_floorplan_pct 30.3 \
    combGateArea_sq_um 10500 \
    hold_path_startpoint "mem[64][6]" \
    critPathLaunchType "input port" \
    rsz0062_at_grt "no" \
    cts_tree "built" \
    placed_area_sq_um 54600 \
    yosysUniqueCellTypes 52 \
    syn_inst 2697 \
    final_max_slew_viol_count 0 \
    diodes 0 \
    hold_viol 0 \
    overflow 0 \
    synth_warnings 1 \
    worstMarginPinSlew_ps 1280 \
    num_vias 27200 \
    vias_per_cell 5.27 \
    antenna_found_initial 4 \
    place_ws_ps 19600 \
    numPortBuffers 50 \
    status "finished, final reports clean" \
    required_ps 30130 \
    dpl.hpwl_um 88800 \
    die-area_sq_um 171000 \
    wire_per_inst_um 28.8 \
    drcViolationCount 0 \
    core-area_sq_um 168000 \
    grt_first_pass_wirelength_um 212000 \
    met1_usage_pct 20.6 \
    fill_cells 15500 \
    r2r_start "mem[45][1]" \
    dr.first_iter.drc_count 1954 \
    cts_setup_buffers 0 \
    min_path_cells 2 \
    yosys_area_sq_um 50900 \
    rrSetupSlack_ps 26810 \
    area_growth_pct 14.9 \
    cap_viol_max_count 0 \
    finalClockPeriodUsage_pct 31.7 \
    met3_usage_pct 15.0 \
    largest_area_cell "edfxtp_1" \
    postRouteAntennaNets 0 \
    grt_util_met2_pct 27.7 \
    layout-drive-gt1-share_pct 20.1 \
    synthArstFlopShare_pct 0 \
    setup_slack_ps 20290 \
    top_cell_area_share_pct 77.9 \
    cts_buffer_depth 3 \
    worstPathMaxFanout 38 \
    peakVddDrop_v 0.0000484 \
    r2r_cells 6 \
    utilization_pct 34.9 \
    flop_cell "edfxtp_1" \
    gr-max-usage-layer "met2" \
]
power by group:
group / leakage, uW / internal (uW) / switching [uW]
sequential: 0.0119 / 2050 / 1.81
combinational: 0.00478 / 58.8 / 147
clock: 0.00193 / 867 / 681
cells in the mapped netlist, types with 3 or more instances:
master / instances
edfxtp_1: 1320
mux2i_1: 246
nor2_1: 137
mux4_2: 113
a221oi_1: 107
nand2_1: 106
a22oi_1: 104
a21oi_1: 70
buf_2: 63
clkbuf_1: 48
o21ai_0: 47
nand3_1: 46
mux2_2: 43
o22ai_1: 34
buf_4: 30
o221ai_1: 19
buf_6: 14
buf_1: 11
inv_1: 11
nand4_1: 11
a22o_1: 10
nor2b_1: 10
nor3_1: 10
a221o_1: 8
a211oi_1: 7
a31oi_1: 6
nand2b_1: 6
o31ai_1: 6
and3_1: 5
a311oi_1: 4
and2_1: 4
a211o_1: 3
a32o_1: 3
a32oi_1: 3
o211ai_1: 3
o311a_1: 3
o311ai_0: 3
o31a_1: 3
o32a_1: 3
worst max-delay path, stage by stage:
cell and delay [ps]:
buf_8 250, buf_4 560, buf_4 560, buf_4 490
mux2_2 390, a22oi_1 130, o21ai_0 220, a311oi_1 1100
nor2_1 120
state kept, by name, summed over array words and instances, names as in the netlist:
| register | cells |
|---|---|
| data_out | 20 |
| mem | 1300 |
placed cells by master, fill, tap and decap left out, types with 10 or more instances in the layout:
| cell | Yosys | layout |
|---|---|---|
| clkinv_2 | 0 | 26 |
| a22oi_1 | 104 | 104 |
| buf_2 | 63 | 21 |
| nand4_1 | 11 | 11 |
| mux2i_1 | 246 | 246 |
| clkdlybuf4s50_1 | 0 | 26 |
| o21ai_0 | 47 | 47 |
| a22o_1 | 10 | 10 |
| mux2_2 | 43 | 43 |
| nor2_2 | 0 | 65 |
| o22ai_1 | 34 | 34 |
| a21oi_1 | 70 | 70 |
| a221oi_1 | 107 | 107 |
| buf_4 | 30 | 159 |
| clkbuf_16 | 0 | 121 |
| nor2_1 | 137 | 69 |
| clkbuf_1 | 48 | 18 |
| edfxtp_1 | 1320 | 1320 |
| mux4_2 | 113 | 113 |
| bufinv_16 | 0 | 14 |
| o221ai_1 | 19 | 19 |
| clkinv_1 | 0 | 38 |
| nand3_1 | 46 | 46 |
| nand2_1 | 106 | 106 |
worst max-delay path by stage:
stage	cells after the start	endpoint	slack, ps	start
4_1_cts	9	data_out[1]	20380	addr[2]
6_report	9	data_out[1]	20290	addr[2]
5_1_grt	9	data_out[1]	20020	addr[2]
final cells by class:
class / instances / area share, %
Clock buffer: 139 / 5.29
Tap cell: 2204 / 4.72
Timing Repair Buffer: 209 / 2.74
Clock inverter: 88 / 1.40
Inverter: 12 / 0.0770
Sequential cell: 1320 / 67.8
Multi-Input combinational cell: 1199 / 18.0
logic make-up after synthesis:
logic type             after synthesis  share of synthesized area (%)
flip-flops                        1320                           77.9
AND-OR/OR-AND                      458                           6.58
multiplexers                       402                           10.8
AND/OR/NAND/NOR                    339                           2.84
buffers and inverters              178                           1.90
metal layers:
layer | wire (um) | part of all wire, %
met5 | 115 | 0.077
met4 | 5940 | 4.0
met3 | 26400 | 18
met2 | 68600 | 46
met1 | 48100 | 32
metrics by stage:
step,instances,total power [uW]
floorplan,2697,2190
global placement,4944,2300
finish,5171,3810
global route,5171,3910
CTS,5171,3830
detailed placement,4944,2300
No activity file was given, so power comes from the tool's default toggle rates.
